`flow/run.sh`:
```
#!/bin/bash
# OpenROAD 26Q1-2900-gdf79404cd8, Yosys 0.63+post, stock flow scripts
make -C /OpenROAD-flow-scripts/flow DESIGN_CONFIG=/design/flow/config.mk WORK_HOME=/design/flow/orfs finish
```
`flow/config.mk`:
```
export PLATFORM = sky130hd
export DESIGN_NAME = reg_file
export DESIGN_NICKNAME = reg_file
export VERILOG_FILES = /design/flow/design.v
export SDC_FILE = /design/flow/constraint.sdc
export NUM_CORES = 4
export LEC_CHECK = 1
export CORE_UTILIZATION = 30
```
`flow/constraint.sdc`:
```
current_design reg_file

set clk_period 9.3
set clk_io_pct 0.2

create_clock -name clk0 -period $clk_period [get_ports {clk}]

set non_clock_inputs [all_inputs -no_clocks]
set_input_delay [expr $clk_period * $clk_io_pct] -clock clk0 $non_clock_inputs
set_output_delay [expr $clk_period * $clk_io_pct] -clock clk0 [all_outputs]
```
`flow/design.v`:
```
module reg_file(A1,A2,A3,WD3,WE3,RD1,RD2,clk,rst);
input [4:0]A1,A2,A3;
input [31:0]WD3;
input WE3;
input clk,rst;
output [31:0]RD1,RD2;
reg[31:0]register[31:0];
assign RD1 =(~rst)?0:register[A1] ;
assign RD2 =(~rst)?0:register[A2] ;
integer i;
always @(posedge clk) begin
	if(~rst)begin
    	for(i=0;i<32;i=i+1)
    	register[i]<=0;
    end
	else
	if (WE3) begin
	register[A3]<=WD3;	
	end
end
endmodule
```
==> reports/summary.txt <==
DRC violation count after routing -> 0
Total track usage -> 21.8%
Critical Setup Path Class -> in -> out
Wire length of the first global-routing pass -> 267000 microns
Overall routed net length -> 188000 microns
Flip-flop count of the largest register after layout -> 1024
Share of final-layout standard cells stronger than drive strength 1 -> 26.8%
Placement Rows -> 156
Most common logic cells in the final layout -> 1026 x and2_1, 1024 x edfxtp_1, 448 x mux4_2, 156 x buf_4
CTS root buffer -> clkbuf_16
Largest area contributor in the netlist -> edfxtp_1
Pwr dens -> 181 nW/um^2
Detail Placement HPWL -> 110000 microns
Post-DRT Antenna Nets -> 0
Final-report max-slew violation count -> 0
Final count of hold timing violations -> 0
Proportion of netlist area held by the largest area contributor -> 56.3%
Via count of the first global-routing pass -> 35800
Overall die height -> 429 microns
Setup Buffers After CTS -> 0
Sequential cell area -> 30700 sq um
Tally of OpenROAD warnings -> 26
Growth of design area from synthesis to finish -> 14.2%
Antenna violations before repair -> 11
Final setup violation count -> 0
Top cells by area, synth -> edfxtp_1 56%, mux4_2 18%, and2_1 12%
Most common logic cell in the routed design -> and2_1
Area of the core region -> 181000 sq um
Post-synthesis instance area -> 54700 sq um
Distinct cell type count of the synthesized netlist -> 32
Category of the worst setup path launch point -> input pin
Worst-Margin Slew -> 978 ps
Worst setup EP type -> output pin
CTS tree -> yes
Largest net degree at the start of global routing -> 95
Deepest level of the CTS H-tree -> 3
Registers with the highest flip-flop counts -> register: 1024 flops
Iteration-0 DRC count of the detailed router -> 2336
Layout filler cell count -> 16900
Clock transition at path regs -> 60 ps
Register bit count reported by yosys -> 1024
Number of warnings reported in the yosys synthesis log -> 1
Final instance area -> 62400 sq um
Final hold slack -> 1910 ps
Max transition margin -> 34.5%
Input/output buffers -> 113
Post-DP Area -> 58800 sq um
Mean routed wirelength per cell -> 31.1 microns
Cells after synthesis -> 3597
Seq share, synth -> 56.3%
Count of cells resized by post-cts repair -> 0
Max stage delay cell, worst path -> clkinv_2
Critical path arrival -> 5400 ps
Leakage power figure -> 0.0207 uW
Cts hold-fix bufs -> 0
F_max -> 138 MHz
Via density per instance -> 5.52
CTS buffer count -> 106
Remaining global-route overflow -> 0
Overall power consumption -> 11300 uW
Width of the die -> 429 microns
Result of the run -> finished clean
Post-Synthesis Mean Instance Area -> 15.2 sq um
Clock Sinks -> 1024
# Cells Yosys -> 3597
Core utilization before placement -> 30.2%
Chip area from the yosys synthesis statistics -> 54700 sq um
Number of iterations in the first detailed-routing pass -> 7
Area of the multi-input gates -> 22700 sq um
RePlAce Congestion -> 0.951
Biggest register -> register
CP cell instances -> buf_4 -> clkinv_2 -> buf_4 -> mux2_2 -> o221ai_1 -> a31oi_1 -> buf_4 -> clkdlybuf4s50_1
Critical path data required time -> 7440 ps
Worst path max stage delay -> 800 ps
Largest fanout on the critical path -> 25
Worst supply voltage drop on vdd -> 161 uV
Number of top-level pins -> 114
Hold Crit Class -> in -> reg
Crit-path most repeated cell -> buf_4
Overall via count from detail_route -> 33300
Chip footprint -> 184000 sq um
Final-layout setup total negative slack -> 0 ps
Count of maximum capacitance violations -> 0
Period utilisation layout -> 78.1%
RSZ-0062 raised after global routing -> false
Clock period minus worst slack -> 7260 ps
Buffers from clock root to sink, at most -> 3
-- cells by family after synthesis --
logic type / Yosys count / share of synthesized area, %
and+or+nand+nor: 1139 / 12.6
DFF: 1024 / 56.3
muxes: 704 / 23.4
buffers and inverters: 404 / 3.38
AOI/OAI and AO/OA: 326 / 4.30
-- cells in the mapped netlist --
library cell,number
nor2_2,1
buf_6,8
nand2_1,55
mux4_2,448
nor2b_1,4
o21ai_0,63
nand3b_1,3
o21ai_1,7
nand2b_1,2
buf_1,2
o2111ai_1,26
clkbuf_1,271
o221ai_1,64
a22oi_1,64
nor2_1,39
nand4_1,1
and2_1,1026
buf_4,35
a221oi_1,38
nand4b_1,2
or3_1,2
mux2_2,128
or2_2,2
nand3_1,1
buf_2,80
buf_12,2
inv_1,2
edfxtp_1,1024
clkbuf_2,4
mux2i_1,128
a31oi_1,64
or3b_2,1
-- final cells by class --
| cell class | count | share of cell area (%) |
|---|---|---|
| timing repair buffer | 274 | 3.88 |
| antenna | 6 | 0.0241 |
| sequential | 1024 | 49.3 |
| tap | 2370 | 4.75 |
| multi-input combinational | 2169 | 36.3 |
| clock inverter | 71 | 1.27 |
| inverter | 2 | 0.0160 |
| clock buffer | 124 | 4.46 |
-- routing by layer --
metal  track usage [%]  part of all wire (%)
met5              1.35                  0.14
met4              10.5                   6.3
met3              15.0                    16
met2              31.9                    46
met1              24.0                    33
-- metrics by stage --
stage	util, %	worst slack [ps]	instances
floorplan	-	3880	3597
global route	34.5	1890	6038
global placement	32.5	1910	5839
detailed placement	32.5	1920	5839
CTS	34.5	1920	6034
finish	34.5	2040	6040
-- critical path, delay by kind of cell --
family / cells / cell delay [ps]
compound gates: 2 / 700
mux: 1 / 280
buf+inv: 5 / 2470
-- final timing paths --
path,startpoint,end,slack (ps),cells after the start
setup / recovery,A2[0],RD2[12],2040,8
hold / removal,rst,register[21][13],1910,2
-- power by group --
part | total [uW] | switching [uW] | internal, uW
clock | 4480 | 1850 | 2630
combinational | 1360 | 785 | 577
sequential | 5440 | 115 | 5330
total | 11300 | 2750 | 8530
No activity file was given, so power comes from the tool's default toggle rates.
